==> /design/flow/design.v <==
module oh_memory_ram  # (parameter DW    = 104,            
			 parameter DEPTH = 32,             
			 parameter AW    = $clog2(DEPTH)   
			 ) 
   ( 
    input 		rd_clk, 
    input 		rd_en,  
    input [AW-1:0] 	rd_addr,  
    output reg [DW-1:0] rd_dout,  
    input 		wr_clk, 
    input 		wr_en,  
    input [AW-1:0] 	wr_addr,  
    input [DW-1:0] 	wr_wem,  
    input [DW-1:0] 	wr_din  
    );
   reg [DW-1:0]        ram    [DEPTH-1:0];  
   integer 	       i;
   always @ (posedge rd_clk)
     if(rd_en)       
       rd_dout[DW-1:0] <= ram[rd_addr[AW-1:0]];
   always @(posedge wr_clk)    
     for (i=0;i<DW;i=i+1)
       if (wr_en & wr_wem[i]) 
         ram[wr_addr[AW-1:0]][i] <= wr_din[i];
endmodule  
==> /design/flow/run.sh <==
#!/bin/bash
# OpenROAD 26Q1-2900-gdf79404cd8, Yosys 0.63+post, stock flow scripts
make -C /OpenROAD-flow-scripts/flow DESIGN_CONFIG=/design/flow/config.mk WORK_HOME=/design/flow/orfs finish
==> /design/flow/config.mk <==
export PLATFORM = sky130hd
export DESIGN_NAME = oh_memory_ram
export DESIGN_NICKNAME = oh_memory_ram
export VERILOG_FILES = /design/flow/design.v
export SDC_FILE = /design/flow/constraint.sdc
export NUM_CORES = 4
export LEC_CHECK = 1
export CORE_UTILIZATION = 30
==> /design/flow/constraint.sdc <==
current_design oh_memory_ram

set clk_period 10.3
set clk_io_pct 0.2

create_clock -name clk0 -period $clk_period [get_ports {rd_clk}]
create_clock -name clk1 -period $clk_period [get_ports {wr_clk}]

set non_clock_inputs [all_inputs -no_clocks]
set_input_delay [expr $clk_period * $clk_io_pct] -clock clk0 $non_clock_inputs
set_output_delay [expr $clk_period * $clk_io_pct] -clock clk0 [all_outputs]
==> flow_results.xml <==
<?xml version="1.0" encoding="UTF-8"?>
<metrics>
  <group name="synthesis">
    <metric name="synth_area_per_cell" unit="um2">14.2</metric>
    <metric name="synth.ff_latch_count" unit="">3432</metric>
    <metric name="ys_cells" unit="">10200</metric>
    <metric name="post_synth_ao_oa_area_fraction" unit="%">3.50</metric>
    <metric name="syn-instance-count" unit="">10200</metric>
    <metric name="simple_gate_area_share" unit="%">10.2</metric>
    <metric name="synth_chip_area" unit="mm2">0.145</metric>
    <metric name="netlist-cell-type-count" unit="">35</metric>
    <metric name="netlist_logic_family_top" unit="">multiplexers</metric>
    <metric name="sequential_element_share_of_the_synthesized_area" unit="%">71.1</metric>
    <metric name="post_synth_fa_ha_maj_area_fraction" unit="%">0</metric>
    <metric name="netlist_area" unit="mm2">0.145</metric>
    <metric name="synth_warnings" unit="">1</metric>
    <metric name="xor_share" unit="%">0</metric>
    <metric name="mux_area_fraction" unit="%">12.2</metric>
  </group>
  <group name="critical_path">
    <metric name="reg2reg_setup_slack" unit="ns">8.22</metric>
    <metric name="worstSetupStartpointType" unit="">input port</metric>
    <metric name="setup.worst_path.class" unit="">in2reg</metric>
    <metric name="ff2ff_path_depth" unit="">4</metric>
    <metric name="worst-path-max-fanout" unit="">89</metric>
    <metric name="end_kind" unit="">flop</metric>
    <metric name="critPathRequiredTime" unit="ns">10.60</metric>
    <metric name="worstPathArrival" unit="ns">6.14</metric>
  </group>
  <group name="final_timing">
    <metric name="report.final.slew_viol_count" unit="">0</metric>
    <metric name="fin_setup_tns" unit="ns">0</metric>
    <metric name="hold-worst-slack" unit="ns">1.01</metric>
    <metric name="rsz0062_at_grt" unit="">false</metric>
    <metric name="final-setup-viol-count" unit="">0</metric>
    <metric name="actual_slew_at_the_worst_max_slew_pin" unit="ns">0.985</metric>
    <metric name="timing.final.hold_violations" unit="">0</metric>
    <metric name="max-slew-margin-rel" unit="%">33.8</metric>
  </group>
  <group name="drt">
    <metric name="vias" unit="">86700</metric>
    <metric name="drt_iter0_markers" unit="">7039</metric>
    <metric name="route.antenna.remaining_nets" unit="">0</metric>
    <metric name="drc" unit="">0</metric>
    <metric name="drt-pass1-iter-count" unit="">7</metric>
    <metric name="routed_wirelength" unit="um">458000</metric>
    <metric name="via_per_inst" unit="">5.11</metric>
    <metric name="wl_per_cell" unit="um">27.0</metric>
  </group>
  <group name="power">
    <metric name="pwr_density_cell" unit="mW/mm2">178</metric>
    <metric name="switchingPower" unit="W">0.00681</metric>
    <metric name="total_leakage_power" unit="nW">54.0</metric>
    <metric name="clkPwrFrac" unit="%">41.3</metric>
    <metric name="internal_power" unit="W">0.0229</metric>
    <metric name="combinationalPowerShare" unit="%">6.2</metric>
    <metric name="seq_power_share" unit="%">52.6</metric>
    <metric name="netSwitchingFraction" unit="%">22.9</metric>
    <metric name="ir_drop" unit="mV">0.140</metric>
  </group>
  <group name="floorplanning">
    <metric name="die_w" unit="um">697</metric>
    <metric name="design.portCount" unit="">326</metric>
    <metric name="die.size.y" unit="um">697</metric>
    <metric name="chipArea" unit="mm2">0.486</metric>
    <metric name="floorplanUtilization" unit="%">30.2</metric>
    <metric name="coreArea" unit="mm2">0.480</metric>
    <metric name="num_rows" unit="">254</metric>
  </group>
  <group name="global_routing">
    <metric name="number_of_global_route_vias_before_repair" unit="">88000</metric>
    <metric name="gr-usage-all-layers" unit="%">19.8</metric>
    <metric name="antenna_found_initial" unit="">82</metric>
    <metric name="grt_pass1_wl" unit="um">645000</metric>
    <metric name="gr-total-overflow" unit="">0</metric>
    <metric name="grt_max_degree" unit="">91</metric>
  </group>
  <group name="clocking">
    <metric name="cts.hold.buffers_added" unit="">0</metric>
    <metric name="post_cts_resize_count" unit="">0</metric>
    <metric name="cts_tree" unit="">built</metric>
    <metric name="post_cts_buffers" unit="">0</metric>
    <metric name="cts.clk_slew.worst_paths" unit="ns">0.15</metric>
    <metric name="cts_sinks" unit="">3432</metric>
  </group>
  <group name="place">
    <metric name="detailed_place_hpwl" unit="um">265000</metric>
    <metric name="gp_routability_congestion" unit="">0.847</metric>
    <metric name="port_buffer_cells" unit="">324</metric>
  </group>
  <group name="worst_hold_path">
    <metric name="timing.hold.worst_path_depth" unit="">4</metric>
    <metric name="hold_path.class" unit="">reg2reg</metric>
  </group>
  <group name="final_layout">
    <metric name="layout.cells.most_common" unit="">sky130_fd_sc_hd__edfxtp_1</metric>
    <metric name="drive_above_1_share" unit="%">13.1</metric>
    <metric name="layout_top_cells_excl_fill_tap" unit="">sky130_fd_sc_hd__edfxtp_1, sky130_fd_sc_hd__nor2_1, sky130_fd_sc_hd__mux2i_1, sky130_fd_sc_hd__a22oi_1, sky130_fd_sc_hd__buf_4</metric>
    <metric name="synthToLayoutAreaGrowth" unit="%">14.9</metric>
  </group>
  <group name="run_status">
    <metric name="run_status" unit="">finished clean</metric>
  </group>
  <group name="flow_run">
    <metric name="timing.max_cap.violations" unit="">0</metric>
    <metric name="warnings" unit="">27</metric>
  </group>
</metrics>
## synthesized netlist by cell type (all sizes together)
master  instances  area [um2]
edfxtp       3432      103000
nor2         3342       12600
mux2i         830        8310
a22oi         548        4110
buf           515        2380
clkbuf        504        1900
mux4          417        9390
nand3         206        1030
nand2         153         574
a22o           55         482
a31oi          55         344
nand4          49         307
nor2b          17         106
a21oi          11        55.1
and2           11        68.8
nor3            7        40.0
a32oi           6        52.6
and3b           3        26.3
nor3b           3        22.5
and3            2        12.5
mux2            2        22.5
a211o           1        8.76
a211oi          1        7.51
inv             1        3.75
nand2b          1        6.26
nor4b           1        15.0
o22ai           1        6.26
## power groups by stage
stage                 sequential, W  combinational, W  clock (W)
final                        0.0156           0.00183     0.0123
after global routing         0.0156           0.00196     0.0129
after CTS                    0.0156           0.00185     0.0124
## routing by layer
| layer | up-vias | global-route usage [%] | wire length (um) |
|---|---|---|---|
| li1 | 37400 | - | - |
| met1 | 43600 | 21.8 | 147000 |
| met2 | 4652 | 31.2 | 221000 |
| met3 | 859 | 13.1 | 69500 |
| met4 | 66 | 6.84 | 19900 |
| met5 | - | 0.0980 | 458 |
## path summary, 6_finish.rpt
| check | end | start |
|---|---|---|
| max | rd_dout[47]$_DFFE_PP_ | rd_addr[2] |
| min | rd_dout[72]$_DFFE_PP_ | ram[20][72]$_DFFE_PP_ |
| max reg2reg | rd_dout[34]$_DFFE_PP_ | ram[15][34]$_DFFE_PP_ |
| min reg2reg | rd_dout[72]$_DFFE_PP_ | ram[20][72]$_DFFE_PP_ |
| max in group clk1 | ram[12][73]$_DFFE_PP_ | wr_addr[4] |
| min in group clk1 | ram[7][83]$_DFFE_PP_ | wr_din[83] |
## state kept, by name (all words and copies together), names as in the netlist
| register | flops |
|---|---|
| rd_dout | 104 |
| ram | 3328 |
## worst max-delay path: stages
cell and delay, ns:
sky130_fd_sc_hd__buf_8 0.39, sky130_fd_sc_hd__buf_4 0.70, sky130_fd_sc_hd__buf_4 0.57, sky130_fd_sc_hd__buf_4 0.61
sky130_fd_sc_hd__buf_12 0.47, sky130_fd_sc_hd__mux4_2 0.41, sky130_fd_sc_hd__a22o_1 0.27, sky130_fd_sc_hd__a31oi_1 0.18
sky130_fd_sc_hd__nand3_1 0.09
## cells by family after synthesis
group | after synthesis
AOI/OAI and AO/OA | 678
buffers and inverters | 1020
DFF | 3432
muxes | 1249
and+or+nand+nor | 3795
## layout make-up
type	count	area (um2)
multi-input cells	5722	38000
repair buffers	773	6790
flip-flops and latches	3432	103000
clock inverters	153	1260
fillers	45500	313000
diodes	25	62.6
clock buffers	452	9290
well taps	6400	8010
inverters	1	3.75
## stage by stage
| step | setup WS (ns) | util (%) | std cells | total power [W] | instance area (um2) |
|---|---|---|---|---|---|
| finish | 4.46 | 34.7 | 17000 | 0.0297 | 166000 |
| global route | 4.32 | 34.7 | 16900 | 0.0305 | 166000 |
| CTS | 4.58 | 34.7 | 16900 | 0.0299 | 166000 |
| detailed placement | 3.95 | 32.5 | 16300 | 0.0178 | 156000 |
| global placement | 3.97 | 32.5 | 16300 | 0.0178 | 156000 |
| floorplan | 6.58 | - | 10200 | 0.0168 | 145000 |
Power and IR drop assume default switching activity.
