==> flow/design.v <==
module accelerator ( 
   m_wr_access, m_wr_packet, m_rd_access, m_rd_packet, m_rr_wait,
   s_wr_wait, s_rd_wait, s_rr_access, s_rr_packet,
   clk, nreset, m_wr_wait, m_rd_wait, m_rr_access, m_rr_packet,
   s_wr_access, s_wr_packet, s_rd_access, s_rd_packet, s_rr_wait
   );   
   parameter AW   = 32;           
   parameter PW   = 2 * AW + 40;  
   parameter ID   = 12'h810;      
   parameter RFAW = 6;
   input 	  clk;            
   input          nreset;         
   output 	   m_wr_access;
   output [PW-1:0] m_wr_packet;
   input 	   m_wr_wait;
   output 	   m_rd_access;
   output [PW-1:0] m_rd_packet;
   input 	   m_rd_wait;
   input 	   m_rr_access;
   input [PW-1:0]  m_rr_packet;
   output 	   m_rr_wait;
   input 	   s_wr_access;
   input [PW-1:0]  s_wr_packet;
   output 	   s_wr_wait;
   input 	   s_rd_access;
   input [PW-1:0]  s_rd_packet;
   output 	   s_rd_wait;
   output 	   s_rr_access;
   output [PW-1:0] s_rr_packet;
   input 	   s_rr_wait;
   wire 	   access_in;
   wire [PW-1:0]   packet_in;
   reg [31:0] 	   data_out;
   reg 		   s_rr_access;
   wire [31:0] 	   result;
   reg [31:0] 	   reg_input0;
   reg [31:0] 	   reg_input1;
   wire [4:0]		ctrlmode_in;		 
   wire [AW-1:0]	data_in;		 
   wire [1:0]		datamode_in;		 
   wire [AW-1:0]	dstaddr_in;		 
   wire [AW-1:0]	srcaddr_in;		 
   wire			write_in;		 
   emesh_mux #(.N(2),.AW(AW))
   mux2( 
	.wait_out   ({s_rd_wait, s_wr_wait}),
	.access_out (access_in),
	.packet_out (packet_in[PW-1:0]),
	.access_in  ({s_rd_access, s_wr_access}),
	.packet_in  ({s_rd_packet[PW-1:0],s_wr_packet[PW-1:0]}),
	.wait_in    (s_rr_wait)
	);
   packet2emesh #(.AW(AW))
   s_wr( 
	.write_in			(write_in),
	.datamode_in			(datamode_in[1:0]),
	.ctrlmode_in			(ctrlmode_in[4:0]),
	.dstaddr_in			(dstaddr_in[AW-1:0]),
	.srcaddr_in			(srcaddr_in[AW-1:0]),
	.data_in			(data_in[AW-1:0]),
	.packet_in			(packet_in[PW-1:0]));	  
   assign acc_match   = access_in                &
			(dstaddr_in[31:20]==ID)  &
		        (dstaddr_in[19:16]==4'hf);
   assign input0_match  = acc_match & (dstaddr_in[RFAW+1:2]==6'h0);
   assign input1_match  = acc_match & (dstaddr_in[RFAW+1:2]==6'h1);
   assign output_match  = acc_match & (dstaddr_in[RFAW+1:2]==6'h2);
   assign input0_write  = input0_match  &  write_in;
   assign input1_write  = input1_match  &  write_in;
   assign output_read   = output_match  & ~write_in;
   always @ (posedge clk)
     if(input0_write)
       reg_input0[31:0] <= data_in[31:0];
   always @ (posedge clk)
     if(input1_write)
       reg_input1[31:0] <= data_in[31:0];
   assign result[31:0] = reg_input0[31:0] + reg_input1[31:0];
   always @ (posedge clk)
     if(~nreset)
       s_rr_access    <= 'b0;   
     else
       s_rr_access  <= output_read;
   always @ (posedge clk)
     data_out[31:0] <= result[31:0];	
   emesh2packet #(.AW(32))
   p2e (.packet_out			(s_rr_packet[PW-1:0]),
	.write_out			(1'b1),
	.datamode_out			(2'b10),
	.ctrlmode_out			(5'b0),
	.dstaddr_out			(32'b0),
	.srcaddr_out			(32'b0),
	.data_out			(data_out[AW-1:0]));
endmodule  
module oh_arbiter #( parameter N    = 1,
		     parameter TYPE = "FIXED"  
		     ) 
   (
    input [N-1:0]  requests,  
    output [N-1:0] grants     
    );
   wire [N-1:0]   waitmask; 
   genvar 	  j;     
   generate       
      if(TYPE=="FIXED")
	begin : arbiter_fixed
	   assign waitmask[0]   = 1'b0;      
	   for (j=N-1; j>=1; j=j-1) 
	     begin : gen_arbiter     
		assign waitmask[j] = |requests[j-1:0];
	     end
	end
   endgenerate
   assign grants[N-1:0] = requests[N-1:0] & ~waitmask[N-1:0];
endmodule  
module emesh2packet #(parameter AW = 32,    
		      parameter PW = 104)   
   (
    input 	    write_out, 
    input [1:0]     datamode_out,
    input [4:0]     ctrlmode_out,
    input [AW-1:0]  dstaddr_out,
    input [AW-1:0]  data_out, 
    input [AW-1:0]  srcaddr_out, 
    output [PW-1:0] packet_out
    );
   assign packet_out[0]       = write_out;   
   assign packet_out[2:1]     = datamode_out[1:0];
   assign packet_out[7:3]     = ctrlmode_out[4:0];
   generate   
     if(PW==136)
	begin : p136
	   assign packet_out[39:8]    = dstaddr_out[31:0];
	   assign packet_out[71:40]   = data_out[31:0];     
	   assign packet_out[103:72]  = srcaddr_out[31:0];  
	   assign packet_out[135:104] = dstaddr_out[63:32];
	end
      else if(PW==104)
	begin : p104
	   assign packet_out[39:8]    = dstaddr_out[31:0];
	   assign packet_out[71:40]   = data_out[31:0];
	   assign packet_out[103:72]  = srcaddr_out[31:0];
	end
      else if(PW==72)
	begin : p72
	   assign packet_out[39:8]    = dstaddr_out[31:0];
	   assign packet_out[71:40]   = data_out[31:0];
	end
      else if(PW==40)
	begin : p40
	   assign packet_out[23:8]    = dstaddr_out[15:0];
	   assign packet_out[39:24]   = data_out[15:0];
	end
   endgenerate
endmodule  
module emesh_mux ( 
   wait_out, access_out, packet_out,
   access_in, packet_in, wait_in
   );
   parameter AW      = 32;
   parameter PW      = 2 * AW + 40;   
   parameter N       = 99; 
   parameter CFG     = "STATIC";  
   input [N-1:0]    access_in;
   input [N*PW-1:0] packet_in;
   output [N-1:0]   wait_out;
   output 	    access_out;
   output [PW-1:0]  packet_out;
   input 	    wait_in;
   wire [N-1:0]     grants;
   reg [PW-1:0]     packet_out;
   integer 	    i;
   generate
      if(CFG=="STATIC")		
	begin : arbiter_static
	   oh_arbiter #(.N(N))
	   arbiter( 
		   .grants   (grants[N-1:0]),
		   .requests (access_in[N-1:0])
		   );      
	end
      else if (CFG=="DYNAMIC")
	begin : arbiter_dynamic
	end
   endgenerate
   assign access_out = |(access_in[N-1:0]);
   assign wait_out[N-1:0] = access_in[N-1:0] & (~grants[N-1:0] | {(N){wait_in}});
   always @*
     begin
	packet_out[PW-1:0] = 'b0;
	for(i=0;i<N;i=i+1)
	  packet_out[PW-1:0] = packet_out[PW-1:0] | {(PW){grants[i]}} & packet_in[((i+1)*PW-1)-:PW];
     end
endmodule  
module packet2emesh #(parameter AW = 32,    
		      parameter PW = 104)   
   (
    input [PW-1:0]  packet_in,
    output 	    write_in,    
    output [1:0]    datamode_in, 
    output [4:0]    ctrlmode_in, 
    output [AW-1:0] dstaddr_in,  
    output [AW-1:0] srcaddr_in,  
    output [AW-1:0] data_in  
    );
   generate
      if(PW==104)
	begin : p104
	   assign write_in           = packet_in[0];   
	   assign datamode_in[1:0]   = packet_in[2:1];   
	   assign ctrlmode_in[4:0]   = {1'b0,packet_in[6:3]};   
	   assign dstaddr_in[31:0]   = packet_in[39:8]; 	 
	   assign srcaddr_in[31:0]   = packet_in[103:72];  
	   assign data_in[31:0]      = packet_in[71:40]; 
	end
      else if(PW==136)
	begin : p136
	   assign write_in           = packet_in[0];
	   assign datamode_in[1:0]   = packet_in[2:1];  
	   assign ctrlmode_in[4:0]   = packet_in[7:3];
	   assign dstaddr_in[63:0]   = {packet_in[135:104],packet_in[39:8]}; 
	   assign srcaddr_in[63:0]   = {packet_in[71:40],packet_in[135:72]};
	   assign data_in[63:0]      = packet_in[103:40];
	end
      else if(PW==72)
	begin : p72
	   assign write_in           = packet_in[0];
	   assign datamode_in[1:0]   = packet_in[2:1];  
	   assign ctrlmode_in[4:0]   = packet_in[7:3];
	   assign dstaddr_in[31:0]   = packet_in[39:8]; 
	   assign data_in[31:0]      = packet_in[71:40];
	end
      else if(PW==40)
	begin : p40
	   assign write_in           = packet_in[0];
	   assign datamode_in[1:0]   = packet_in[2:1];  
	   assign ctrlmode_in[4:0]   = packet_in[7:3];
	   assign dstaddr_in[15:0]   = packet_in[23:8]; 
	   assign data_in[15:0]      = packet_in[39:24];
	end
      else
	begin : unknown
	end
   endgenerate
endmodule  
==> flow/run.sh <==
#!/bin/bash
# OpenROAD 26Q1-2900-gdf79404cd8, Yosys 0.63+post, stock flow scripts
make -C /OpenROAD-flow-scripts/flow DESIGN_CONFIG=/design/flow/config.mk WORK_HOME=/design/flow/orfs finish
==> flow/config.mk <==
export PLATFORM = sky130hd
export DESIGN_NAME = accelerator
export DESIGN_NICKNAME = accelerator
export VERILOG_FILES = /design/flow/design.v
export SDC_FILE = /design/flow/constraint.sdc
export NUM_CORES = 4
export LEC_CHECK = 1
export CORE_AREA = 10 10 250 250
export DIE_AREA = 0 0 260 260
==> flow/constraint.sdc <==
current_design accelerator

set clk_period 9.2
set clk_io_pct 0.2

create_clock -name clk0 -period $clk_period [get_ports {clk}]

set non_clock_inputs [all_inputs -no_clocks]
set_input_delay [expr $clk_period * $clk_io_pct] -clock clk0 $non_clock_inputs
set_output_delay [expr $clk_period * $clk_io_pct] -clock clk0 [all_outputs]
==> results.toml <==
# generated from flow reports
[run_status]
status = "finished clean"

[yosys]
async_reset_ff_share_pct = 0
ys_area_mm2 = 0.00709
yosys-stat-cells = 727
yosysSeqAreaShare_pct = 36.4
ff_type = "edfxtp_1"
ys.warnings.count = 220
yosys.area.top_type_share_pct = 30.0
avgSynthCellArea_um2 = 9.75
edf_count = 64
netlist.top_cell.by_area = "buf_4"
ys_types = 58
ys_top_cells_by_area = "buf_4 30%, edfxtp_1 27%, dfxtp_1 9.3%"
syn_inst = 727
ys.flops = 97
synth_area_mm2 = 0.00709

[placement]
dp_cells = 1617
dpl.hpwl_mm = 22.8
gp_congestion = 0.881
port_buffers = 149

[floorplan]
die_h_um = 260
initCoreUtil_pct = 12.5
rows = 87
core_area_mm2 = 0.0567
die_area_mm2 = 0.0676
chipWidth_um = 260
ios = 638

[worst_setup_path]
crit_required_ns = 7.36
end_kind = "output pin"
crit_chain = "clkdlybuf4s50_1 > o21a_1 > clkdlybuf4s50_1"
critPathMaxFanout = 3
slowest_stage = "clkdlybuf4s50_1"
cp.arrival_ns = 3.23
cp_slowest_stage_delay_ns = 0.73
crit_path_start_kind = "input port"
crit_top_cell = "clkdlybuf4s50_1"
path_class = "input port to output pin"

[sta]
tns_ns = 0
drv_slew = 0
setup_viol = 0
rsz0062_at_grt = "false"
period_minus_slack_ns = 5.07
slew-limit-headroom_pct = 46.9
worst-slew-pin-transition_ns = 0.777
clock.fmax_mhz = 197
finalClockPeriodUsage_pct = 55.2
hold_violations = 0
finClkSkew_ns = 0.00650

[clocking]
clock_latency_ns = 0.35
hold_buffers = 0
cts_tree = "yes"
cts.sinks = 97
ctsRootBufferMaster = "clkbuf_16"
cts_setup_buffers = 0
clk_path_buf_depth = 2
cts_buffers = 9
htree_levels = 3
cts_resized = 0
clkTransAtPathRegs_ns = 0.07

[drt]
wl_mm = 25.8
post_drt_wl_per_cell_um = 15.7
dr_total_vias = 4964
route.antenna.remaining_nets = 0
drt_iter0_drc = 252
via_per_inst = 3.03
drc = 0
dr.pass1.iters = 4

[pwr]
power_w = 0.000894
p_leak_nw = 3.34
cellPowerDensity_mw_per_mm2 = 103
peakVddDrop_v = 0.0000994

[run]
tool_warnings = 230
maxCapViolations = 0

[grt]
grt_pass1_wl_mm = 35.2
grt_remaining_overflow = 0
grt_antenna_before_repair = 23
grt_pass1_vias = 5396
groute.usage.overall_pct = 7.17
grt_max_degree = 42

[cells_and_area]
fillCellCount = 6286
final_cell_count_no_fill = 1637
postLayoutCoreUtil_pct = 15.4
drive_gt1_share_pct = 3.31
syn2layout_area_growth_pct = 22.9

[worst_hold_path]
hp-class = "register to register"
-- through the flow --
stage	setup slack (ns)	instance area [µm²]	hold WS [ns]
global placement	4.12	8430	0.456
CTS	4.13	8700	0.492
finish	4.13	8710	0.490
global route	4.11	8700	0.508
detailed placement	4.13	8430	0.471
floorplan	4.31	8140	0.437
-- cells in the mapped netlist, drive strengths merged (10+ instances only) --
master	instances
a21oi	30
a22o	33
buf	286
clkbuf	15
dfxtp	33
edfxtp	64
ha	31
nand2	34
nand3	10
nand4	10
nor2	20
o21ai	27
xnor2	13
xor2	13
-- flip-flops by register name (all words and copies together) (netlist names) --
register     cells
data_out        32
reg_input0      32
reg_input1      32
s_rr_access      1
-- path summary, 6_finish.rpt --
| kind | cells past startpoint | startpoint | to | slack (ns) |
|---|---|---|---|---|
| hold reg to reg | 1 | reg_input1[0] | data_out[0] | 0.49 |
| hold / removal | 1 | reg_input1[0] | data_out[0] | 0.49 |
| setup reg to reg | 8 | reg_input0[0] | data_out[28] | 6.24 |
| setup / recovery | 3 | s_rr_wait | s_rd_wait | 4.13 |
-- placed cells by master, fill, tap and decap left out, types with 2 or more instances in the layout --
cell type,instances
and3_1,6
nand2_1,34
dfxtp_1,33
clkdlybuf4s50_1,148
diode_2,4
nand2b_1,3
xor2_1,13
a221oi_1,2
edfxtp_1,64
inv_6,2
o21ai_0,27
nand3_1,10
nor3_1,3
buf_4,5
a31oi_1,3
a22o_1,33
a21boi_0,3
a211oi_1,4
nand3b_1,4
a21o_1,8
a21oi_1,30
nor2_1,19
inv_1,6
a311oi_1,4
ha_1,31
clkbuf_16,9
a2111oi_0,3
o21a_1,5
nor4_1,9
and2_1,5
or3_1,2
o211ai_1,5
nor2b_1,2
clkbuf_1,2
conb_1,283
nand4_1,10
o21bai_1,3
xnor2_1,13
nor4b_1,3
-- layer usage --
metal	global-route usage [%]	part of all wire (%)	up-vias
met4	1.04	1.8	24
li1	-	-	2308
met1	9.17	43	2218
met3	4.59	15	53
met5	0	0.51	-
met2	10.2	40	361
-- logic make-up (layout without fill, tap and decap cells) --
family / after synthesis / count (layout) / share of synthesized area (%)
other cells: 2 / 287 / 0.106
xor+xnor: 26 / 26 / 3.21
compound gates: 143 / 143 / 14.3
flops: 97 / 97 / 36.4
buf+inv: 307 / 176 / 31.2
fa+ha+maj: 32 / 32 / 5.76
simple gates: 119 / 119 / 8.79
mux: 1 / 1 / 0.159
-- where the power goes --
| part | internal [W] | leakage [nW] | switching, W |
|---|---|---|---|
| combinational | 0.0000531 | 2.41 | 0.0000322 |
| sequential | 0.000465 | 0.806 | 0.0000000000269 |
| clock | 0.000185 | 0.128 | 0.000158 |
| total | 0.000703 | 3.34 | 0.000191 |
-- area by class of cell --
| type | count | area (µm²) | share of cell area (%) |
|---|---|---|---|
| Antenna cell | 4 | 10.0 | 0.115 |
| Sequential cell | 97 | 2580 | 29.7 |
| Clock inverter | 5 | 37.5 | 0.431 |
| Clock buffer | 11 | 233 | 2.67 |
| Inverter | 6 | 22.5 | 0.259 |
| Multi-Input combinational cell | 604 | 3350 | 38.5 |
| Timing Repair Buffer | 154 | 1520 | 17.5 |
| Tap cell | 756 | 946 | 10.9 |
-- critical path, delay by kind of cell --
kind / cells / cell delay (ns)
buffers and inverters: 2 / 1.20
AOI/OAI and AO/OA: 1 / 0.19
No activity file was given, so power comes from the tool's default toggle rates.
